[run.sh]
#!/bin/bash
# OpenROAD 26Q1-2900-gdf79404cd8, Yosys 0.63+post, stock flow scripts
make -C /OpenROAD-flow-scripts/flow DESIGN_CONFIG=/design/flow/config.mk WORK_HOME=/design/flow/orfs finish
[config.mk]
export PLATFORM = sky130hd
export DESIGN_NAME = updn_cntr
export DESIGN_NICKNAME = updn_cntr
export VERILOG_FILES = /design/flow/design.v
export SDC_FILE = /design/flow/constraint.sdc
export NUM_CORES = 4
export LEC_CHECK = 1
export CORE_AREA = 10 10 87 87
export DIE_AREA = 0 0 97 97
[constraint.sdc]
current_design updn_cntr

set clk_period 2.3
set clk_io_pct 0.2

create_clock -name clk0 -period $clk_period [get_ports {clk}]

set non_clock_inputs [all_inputs -no_clocks]
set_input_delay [expr $clk_period * $clk_io_pct] -clock clk0 $non_clock_inputs
set_output_delay [expr $clk_period * $clk_io_pct] -clock clk0 [all_outputs]
[design.v]
module updn_cntr #(WIDTH=8)(
    input                   reset_n  ,   
    input                   clk      ,   
    input       [WIDTH-1:0] cnt_in   ,   
    input                   up_dn    ,   
    input                   ena      ,   
    input                   cnt_load ,   
    input                   s_reset  ,   
    output  reg [WIDTH-1:0] cnt_out  ,   
    output                  term_cnt     
);
always @ (posedge clk, negedge reset_n)
    if      (!reset_n)  cnt_out <= 0;
    else if (s_reset)   cnt_out <= 0;
    else if (ena)
        if(!cnt_load) cnt_out <= cnt_in;
        else if (up_dn == 1'b1) cnt_out <= cnt_out + 1'b1;
        else if (up_dn == 1'b0) cnt_out <= cnt_out - 1'b1;
        assign term_cnt  = ~|cnt_out;
endmodule
==> changes_impl.md <==
### Changed

* Die Height at 97 um
* Yosys synthesis chip area at 771 um2
* Tool warnings at 25
* First-pass GRT wire length at 3800 um
* Core Area at 5640 um2
* Least-Margin Pin Slew at 0.565 ns
* Netlist cell types at 28
* Worst EP required at 1.84 ns
* R2r endpoint: cnt_out[6]
* Leakage at 0.581 nW
* Routed WL per cell at 11.6 um
* Share of cells above drive strength 1 at 0.250
* Clk root buf: clkbuf_8
* Critical R2R Launch: cnt_out[0]
* Area delta synth->final at 62.5%
* Status: completed
* # setup viols final at 0
* CTS H-Tree Depth at 1
* Post-Synthesis Mean Instance Area at 8.76 um2
* Hpwl dp at 1900 um
* Antenna Violating Nets Remaining at 0
* Ys Warns at 1
* Vias/cell at 3.80
* # Cells Yosys at 88
* Fp util at 0.137
* Final WS setup at 0.0834 ns
* Largest Register: cnt_out
* Routed vias at 759
* CTS buffer count at 3
* Clk buf depth at 2
* Ys flops at 8
* Grt ovf at 0
* Final hold viol count at 0
* Slew HR at 0.622
* CTS tree: done
* Initial antenna violation count at 0
* DR DRC count at 0
* Critical path startpoint category: flip-flop
* Post-synth seq share at 0.260
* Site Rows at 27
* PwrDens at 489 nW/um2
* FMAX at 0.451 GHz
* Clk sinks at 8
* Clk Latency, worst-skew pair at 0.22 ns
* Vias in the first global route at 782
* CP Launch Point: cnt_out[4]
* Pre-CTS setup slack at -0.321 ns
* Reg clk slew, reported paths at 0.04 ns
* Post-Syn Area at 771 um2
* DRT Wirelength at 2320 um
* Slew Limit Fails at 0
* Max reg flops at 8
* Worst R2R Setup Slack at 0.22 ns
* Largest net degree at the start of global routing at 17
* Largest registers: cnt_out x8
* Worst vdd ir at 0.000204 V
* DR pass1 iterations at 4
* Post-layout util at 0.222
* Initial drt markers at 16
* Gate Count Post-Synth at 88
* GRT Resource Usage Total at 0.0468
* Tmin final at 2.22 ns
* Setup Skew at 0.000442 ns
* Port bufs at 22
* CP Capture Type: output port
* Worst path arrival time at 1.76 ns
* MaxCap Viol Count at 0
* Crit path max fanout at 4
* Setup CP Type: reg -> out
* Die extent in x at 97 um
* Routability cong. at 0.842
* Ant. Diodes at 0
* CP endpoint: term_cnt
* Final Cycle Share at 0.964
* RSZ-0062 raised after global routing: no
* Die area at 9410 um2
* Ports at 23
* Reg2Reg Depth at 7
* # fillers at 593
* HP Class: in -> async
==> logic make-up after synthesis <==
logic type	synth area share
DFF	0.260
buffers and inverters	0.0601
xor gates and xnor gates	0.0455
adders and majority gates	0.123
AOI/OAI and AO/OA	0.291
muxes	0.0649
and+or+nand+nor	0.156
==> layout by cell type (no fill, tap or decap), types with 2 or more instances in the layout <==
cell type         n
a21oi_1           5
xor2_1            2
mux2i_1           5
inv_1             3
nand2b_1          2
clkdlybuf4s50_1  21
o21ai_0           3
clkbuf_8          3
dfrtp_1           7
buf_4            19
xnor2_1           2
a211oi_1          7
nor2_1           19
a21o_1            3
ha_1              6
nand2_1           4
==> layer usage <==
layer / GRT usage / part of all wire / vias up
met3: 0.0136 / 0.065 / 2
met2: 0.0787 / 0.46 / 17
met4: 0.00564 / 0.013 / 0
met5: 0 / 0 / -
li1: - / - / 402
met1: 0.0591 / 0.46 / 338
==> power by group <==
group	switching, mW	internal (mW)	leakage [nW]	total (mW)
combinational	0.114	0.160	0.457	0.274
clock	0.0532	0.113	0.0216	0.166
sequential	0.0177	0.155	0.103	0.173
total	0.184	0.428	0.581	0.613
==> cell usage after synthesis <==
library cell | number | area share
nor2_1 | 19 | 0.093
a211oi_1 | 8 | 0.078
dfrtp_1 | 8 | 0.26
ha_1 | 6 | 0.097
a21oi_1 | 5 | 0.032
mux2i_1 | 5 | 0.065
inv_1 | 4 | 0.019
nand2_1 | 4 | 0.019
o21ai_0 | 4 | 0.026
a21o_1 | 3 | 0.029
nand2b_1 | 2 | 0.016
or4_1 | 2 | 0.019
xnor2_1 | 2 | 0.023
xor2_1 | 2 | 0.023
a2111oi_4 | 1 | 0.036
a21o_2 | 1 | 0.011
a31oi_1 | 1 | 0.0081
a32oi_1 | 1 | 0.011
buf_4 | 1 | 0.0097
clkbuf_1 | 1 | 0.0049
clkdlybuf4s50_2 | 1 | 0.015
dlygate4sd1_1 | 1 | 0.011
fa_1 | 1 | 0.026
nor2b_1 | 1 | 0.0081
o21bai_1 | 1 | 0.0097
o22ai_2 | 1 | 0.016
o41ai_1 | 1 | 0.011
o41ai_2 | 1 | 0.021
==> worst max-delay path: stages (launching register included) <==
cell and delay (ns):
dfrtp_1 0.42, or4_4 0.54, nor2_1 0.11, clkdlybuf4s50_1 0.47
==> layout make-up <==
type                            count  area [um2]  area share
Clock buffer                        3        41.3      0.0330
Multi-Input combinational cell     72         539       0.431
Tap cell                           72        90.1      0.0719
Inverter                            4        15.0      0.0120
Timing Repair Buffer               41         365       0.292
Sequential cell                     8         201       0.161
==> how the worst min path moves through the flow <==
stage,start,end,slack (ns),cells after the start
final,reset_n,cnt_out[1],0.52,1
after CTS,reset_n,cnt_out[2],0.52,1
after global routing,reset_n,cnt_out[1],0.54,1
==> metrics by stage <==
step	instances	hold WS, ns	setup TNS [ns]	instance area, um2	power, mW
floorplan	88	0.164	0	771	0.315
global placement	191	0.573	-1.08	1150	0.427
detailed placement	191	0.573	-1.21	1150	0.428
CTS	194	0.521	0	1200	0.603
global route	200	0.539	0	1250	0.663
finish	200	0.522	0	1250	0.613
==> timing repair <==
action,CTS,global route
gates resized,3,5
hold buffers,0,0
setup buffers,0,6
setup endpoints to repair,4,5
pin swaps,1,1
Power is estimated from default activity; no workload was simulated.

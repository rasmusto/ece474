==> design.v <==
module adder8
(
    input  [7:0] a,          
    input  [7:0] b,          
    output [7:0] sum_out,    
    output c_out             
);
wire [6:0] c_out_temp;
fadder fadder_0 (   .a          (a[0]),
                    .b          (b[0]),
                    .sum_out    (sum_out[0]),
                    .cin        (1'b0),
                    .c_out      (c_out_temp[0]));
fadder fadder_1 (   .a          (a[1]),
                    .b          (b[1]),
                    .sum_out    (sum_out[1]),
                    .cin        (c_out_temp[0]),
                    .c_out      (c_out_temp[1]));
fadder fadder_2 (   .a          (a[2]),
                    .b          (b[2]),
                    .sum_out    (sum_out[2]),
                    .cin        (c_out_temp[1]),
                    .c_out      (c_out_temp[2]));
fadder fadder_3 (   .a          (a[3]),
                    .b          (b[3]),
                    .sum_out    (sum_out[3]),
                    .cin        (c_out_temp[2]),
                    .c_out      (c_out_temp[3]));
fadder fadder_4 (   .a          (a[4]),
                    .b          (b[4]),
                    .sum_out    (sum_out[4]),
                    .cin        (c_out_temp[3]),
                    .c_out      (c_out_temp[4]));
fadder fadder_5 (   .a          (a[5]),
                    .b          (b[5]),
                    .sum_out    (sum_out[5]),
                    .cin        (c_out_temp[4]),
                    .c_out      (c_out_temp[5]));
fadder fadder_6 (   .a          (a[6]),
                    .b          (b[6]),
                    .sum_out    (sum_out[6]),
                    .cin        (c_out_temp[5]),
                    .c_out      (c_out_temp[6]));
fadder fadder_7 (   .a          (a[7]),
                    .b          (b[7]),
                    .sum_out    (sum_out[7]),
                    .cin        (c_out_temp[6]),
                    .c_out      (c_out));
endmodule
module fadder(
  input a,          
  input b,          
  input cin,        
  output sum_out,   
  output c_out      
  );
  wire c1, c2, c3;  
  assign sum_out = a ^ b ^ cin;     
  assign c1      = a * cin;   
  assign c2      = b * cin;   
  assign c3      = a * b;     
  assign c_out   = (c1 + c2 + c3);
endmodule
==> run.sh <==
#!/bin/bash
# OpenROAD 26Q1-2900-gdf79404cd8, Yosys 0.63+post, stock flow scripts
make -C /OpenROAD-flow-scripts/flow DESIGN_CONFIG=/design/flow/config.mk WORK_HOME=/design/flow/orfs finish
==> config.mk <==
export PLATFORM = sky130hd
export DESIGN_NAME = adder8
export DESIGN_NICKNAME = adder8
export VERILOG_FILES = /design/flow/design.v
export SDC_FILE = /design/flow/constraint.sdc
export NUM_CORES = 4
export LEC_CHECK = 1
export CORE_AREA = 10 10 70 70
export DIE_AREA = 0 0 80 80
==> constraint.sdc <==
current_design adder8

set clk_period 4.2
set clk_io_pct 0.2

create_clock -name clk0 -period $clk_period

set non_clock_inputs [all_inputs -no_clocks]
set_input_delay [expr $clk_period * $clk_io_pct] -clock clk0 $non_clock_inputs
set_output_delay [expr $clk_period * $clk_io_pct] -clock clk0 [all_outputs]
==> CHANGELOG.md <==
### Physical design

- RSZ-0062 raised after global routing: true
- Cell type with the largest total area: fa_1
- Initial antenna violation count: 0
- Synth top area cells: fa_1, buf_4, inv_1, ha_1
- Post-synthesis cell area: 231.5 um^2
- Setup ws final: -392.4 ps
- Die area: 6400 um^2
- Status: finished with violations
- M1 GR Usage: 0.03045
- Pre-CTS WS: -1206 ps
- Fraction of layout cells with a size suffix above 1: 0.4211
- Routability cong.: 0.8362
- CP top delay family: adder cells
- Largest net degree at the start of global routing: 2
- Max-area cell share: 0.6054
- Cell Pwr Density: 114.0 nW/um^2
- Yosys top cell by instances: buf_4
- HP Class: in -> out
- Total power: 55.92 uW
- Fin. Hold Viols: 0
- Largest stage delay, worst path: 410 ps
- Final Cycle Share: 1.093
- Max IR drop VDD: 0.04134 mV
- Ant. Diodes: 0
- Number of flip-flops and latches: 0
- Die X: 80 um
- Slew @ Worst Pin: 108.9 ps
- Vias per std cell: 2.298
- Buf/Inv on CP: 4
- Routed WL: 696 um
- Port Buffers: 25
- Max frequency: 217.8 MHz
- Fin crit period: 4592 ps
- Area grow syn2layout: 111.9%
- Post-synth seq share: 0
- Met3 Track Usage GR: 0.01477
- Required time of the critical path: 3360 ps
- Setup crit start: b[0]
- GR Util All Layers: 0.02097
- Hold_sp: a[0]
- Vias in the first global route: 229
- Placed Area: 491.7 um^2
- Fin area: 490.5 um^2
- Startpoint types: primary input
- Critical path, cell by cell: buf_6 -> ha_4 -> fa_2 -> fa_2 -> fa_2 -> fa_2 -> fa_2 -> fa_2 -> inv_2 -> fa_2 -> inv_1 -> buf_2
- First-pass GRT wire length: 1090 um
- CP arrival: 3750 ps
- CORE AREA: 3416 um^2
- Static Leak: 0.0001829 uW
- Yosys Instances: 21
- Synth Warn #: 0
- WHS Path Cells: 3
- IO Pins: 25
- Synth cell count leaders: buf_4, fa_1, inv_1
- Crit Path Category: in -> out
- Yosys cell types: 4
- Log Warnings: 35
- Worst path slowest cell: fa_2
- Grt peak-use layer: met1
- Num rows: 21
- Setup_tns: -580.0 ps
- GR met2 Demand/Resource: 0.02568
- Vias post-DR: 193
- Residual DRC: 0
- Die height: 80 um
- Crit-path max FO: 1
- Initial core utilization: 0.06777
- Slew margin rel.: 0.9272
- Register area: 0 um^2
- Grt ovf: 0
- Failing checks: negative setup slack
- YS chip area: 231.5 um^2
- Hold_ws: 2314 ps
- Hpwl dp: 686.1 um
- Syn_area_per_cell: 11.02 um^2
- DRT Pass-1 Iters: 1
- Clock buf count: 0
- Cell count after synthesis: 21
- Critical Path Most Common Cell: fa_2
- DRT antenna net count: 0
- Max-slew violations: 0
- Final setup fails: 3
- 1st-iter DRT viols: 0
- Total of max-cap violations: 0
- Critical path depth: 12
- Crit end category: output port
- Avg WL per Cell: 8.286 um
-- layout by cell type (no fill, tap or decap) --
cell,instances
inv_2,2
buf_2,3
clkbuf_2,1
fa_2,7
clkdlybuf4s50_1,17
ha_4,1
dlygate4sd2_1,1
inv_1,3
buf_6,2
clkdlybuf4s15_1,1
-- worst paths after layout --
path	slack, ps	endpoint
min	2310	sum_out[0]
max	-390	sum_out[7]
-- power by group --
group          total [uW]  internal, uW  switching (uW)
registers               0             0               0
logic                55.9          39.7            16.2
clock network           0             0               0
total                55.9          39.7            16.2
-- final cells by class --
cell class	instances	area, um^2
fill	387	2925
inverter	5	18.77
multi-input combinational	8	182.7
tap	46	57.56
timing repair buffer	25	231.5
-- through the flow --
stage | std cells | util
after detailed placement | 84 | 0.1440
after floorplan | 21 | -
after global routing | 84 | 0.1436
after global placement | 84 | 0.1440
after CTS | 84 | 0.1447
final | 84 | 0.1436
-- routing by layer --
metal | vias up | part of all wire
met1 | 83 | 0.49
met5 | - | 0
met4 | 0 | 0
met3 | 0 | 0.23
li1 | 85 | -
met2 | 25 | 0.28
-- cell families (layout without fill, tap and decap cells) --
family     count (synthesis)  after routing  share of synthesized area
fa+ha+maj                  8              8                     0.6594
buf+inv                   13             30                     0.3406
-- what timing repair did --
item | 4_1_cts | 5_1_grt
buffers inserted | 0 | 0
resized | 26 | 3
pin swaps | 8 | 7
setup endpoints to repair | 5 | 4
hold buffers | 0 | 0
-- tightest hold or removal path, delay by kind of cell --
family / cells / cell delay (ps)
fa+ha+maj: 1 / 110
buf+inv: 2 / 530
Power is estimated from default activity; no workload was simulated.

--- run.sh ---
#!/bin/bash
# OpenROAD 26Q1-2900-gdf79404cd8, Yosys 0.63+post, stock flow scripts
make -C /OpenROAD-flow-scripts/flow DESIGN_CONFIG=/design/flow/config.mk WORK_HOME=/design/flow/orfs finish
--- config.mk ---
export PLATFORM = sky130hd
export DESIGN_NAME = alu
export DESIGN_NICKNAME = alu
export VERILOG_FILES = /design/flow/design.v
export SDC_FILE = /design/flow/constraint.sdc
export NUM_CORES = 4
export LEC_CHECK = 1
export CORE_AREA = 10 10 106 106
export DIE_AREA = 0 0 116 116
--- constraint.sdc ---
current_design alu

set clk_period 4.1
set clk_io_pct 0.2

create_clock -name clk0 -period $clk_period

set non_clock_inputs [all_inputs -no_clocks]
set_input_delay [expr $clk_period * $clk_io_pct] -clock clk0 $non_clock_inputs
set_output_delay [expr $clk_period * $clk_io_pct] -clock clk0 [all_outputs]
--- design.v ---
module alu(
    input        [7:0] in_a     ,   
    input        [7:0] in_b     ,   
    input        [3:0] opcode   ,   
    output  reg  [7:0] alu_out  ,   
    output  reg        alu_zero ,   
    output  reg        alu_carry    
);
parameter c_add         =   4'h1;   
parameter c_sub         =   4'h2;   
parameter c_inc         =   4'h3;   
parameter c_dec         =   4'h4;   
parameter c_or          =   4'h5;   
parameter c_and         =   4'h6;   
parameter c_xor         =   4'h7;   
parameter c_shr         =   4'h8;   
parameter c_shl         =   4'h9;   
parameter c_onescomp    =   4'hA;   
parameter c_twoscomp    =   4'hB;   
always_comb
begin
    alu_carry = 0;
    case (opcode)
        c_add         :     {alu_carry, alu_out} = in_a + in_b;
        c_sub         :     {alu_carry, alu_out} = in_a - in_b;
        c_inc         :     {alu_carry, alu_out} = in_a + 8'h01;
        c_dec         :     {alu_carry, alu_out} = in_a - 8'h01;
        c_or          :                 alu_out  = in_a | in_b;
        c_and         :                 alu_out  = in_a & in_b;
        c_xor         :                 alu_out  = in_a ^ in_b;
        c_shr         :     {alu_out, alu_carry} = in_a >> 1;
        c_shl         :     {alu_carry, alu_out} = in_a << 1;
        c_onescomp    :     {alu_carry, alu_out} = (in_a ^ 8'hFF);
        c_twoscomp    :     {alu_carry, alu_out} = (in_a ^ 8'hFF) + 8'h01;
        default       :     {alu_carry, alu_out} = 9'bxxxxxxxxx;
    endcase
    alu_zero = ~|alu_out;
end
endmodule
==> commit_impl_results.txt <==
Refresh implementation metrics

- The flow ran to the end, and the final reports show no timing, DRC or antenna violations.
- Routed WL: around 8000 um
- After layout, the minimum clock period comes to between 4000 and 5000 ps.
* Worst hold slack: 2550 ps
* Global routing usage on met3: 0.00837
- The chip area line in the Yosys stat output reads 2020 sq um.
* Count of buffers inserted at the top-level ports: 30
* Net switching power of the design: between 200 and 250 uW
- The share of total power dissipated in the clock network is 0.
- The floorplan step records an initial core utilization of 0.229.
- Global routing put the most usage on met2.
- RSZ-0062 raised after global routing: true
* Internal portion of total power: between 200 and 300 uW
- The final timing report lists a max-slew violation count of 0.
- Number of instances in the synthesized netlist: 292
- Core footprint: 8850 sq um
- The sequential cells in the finished layout cover a total of 0 sq um.
- In the routed design, unresolved DRC markers number 0.
* Final-report hold violation count: 0
* Die outline height: around 120 um
- Across every metal layer, demand over resource in global routing totals 0.116.
- DR WL/cell: 15.4 um
- Pin count of the biggest net entering global routing: 23
* Worst endpoint data arrival time: 3250 ps
* Startpoint class of the critical path: input pin
- Global placement routability congestion: ~0.94
- Nature of the critical path endpoint: output port
- Endpoints failing setup: 0
- Vias in the first global route: 2,668
- Io pins: 30
- Number of antenna violations at the first check in global routing: 0
* Total via count after detailed routing: 2,655
* Met2 usage in global routing: 0.193
- In this run, distinct cell masters in the synthesized netlist total 68.
- The slew check shows that the tightest pin keeps a relative margin of 0.741.
- The number of antenna diodes in the final layout is 0.
- The worst-case IR drop observed on VDD is 82.9 uV.
- Tcrit/Tclk final: 0.994
- X dimension of the die: between 100 and 150 um
* Share of final-layout standard cells stronger than drive strength 1: 0.447
* Path type of the worst setup path: in -> out
* Antenna-violating nets left: 0
- Data required time of the critical path: between 3000 and 4000 ps
- GR Layer Usage met1: 0.166
- Tally of OpenROAD warnings: 54
* Vias per cell: 5.18
* Fill cell instance count of the final layout: between 800 and 900
- Global-route wire length before repair: 13,000 um
* Max Cap Viol: 0
- The leakage power in the latest report is 1.55 nW.
- Maximum operating frequency: 245 MHz
- STA reports the tightest min-delay check as being of type in -> out.
- There are 0 flip-flops and latches.
- Net switching share of the total power: 0.458
* Cell count in the Yosys report: 292
- Measured slew at the worst slew-check pin: between 300 and 400 ps
* Chip Area: ~13,000 sq um
- In this run the power density over the cells is 131 nW/um^2.
- Tally of yosys warning messages: 1
- In the finished layout, the clock tree contains a buffer count of 0.
* Final non-filler cell area: 3550 sq um
- The first detailed-routing pass ran for 4 iterations.
- Of the total power, combinational logic draws 1.000.
- Detailed placement reports a standard cell area of ~3000 sq um.
- The power report attributes to the sequential group a share of 0.
- Cell area after synthesis: 2020 sq um
- Mean instance size in the synthesized netlist: 6.93 sq um
- Critical path peak fanout: 4
- DP Wirelength: approximately 6000 um
* Aggregate global routing overflow: 0
- Count of routing violations after the opening detailed-route iteration: 144
* Synthesis-to-finish area growth: 75.3%
- The number of cells on the worst hold path is listed as 8.
- The share of the Yosys chip area taken by registers is 0.
* Number of standard-cell rows in the floorplan: 34
==> layer usage <==
metal  share of wire  vias up
met4          0.0091        0
met2            0.45       75
met3           0.040        6
li1                -     1323
met5               0        -
met1            0.50     1251
==> cell usage in the layout, fill, tap and decap left out, types with 9 or more instances in the layout <==
master	count
a21oi_1	15
buf_4	92
buf_6	13
clkdlybuf4s50_1	12
ha_1	17
ha_4	9
inv_1	17
nand2_1	18
nand3_1	10
nor2_1	21
==> through the flow <==
step	setup TNS [ps]	util	worst slack, ps	cells	power (mW)
after floorplan	0	-	146	292	0.178
after global placement	-3020	0.340	-849	496	0.367
after detailed placement	-3050	0.340	-845	496	0.367
after CTS	-64.0	0.388	-32.6	512	0.441
after global routing	-67.4	0.401	-59.3	513	0.504
final	0	0.401	26.5	513	0.464
==> area by class of cell <==
class                      instances  area (sq um)  area share
multi-input combinational        243          2180       0.614
timing repair buffer             136          1130       0.319
tap                              108           135      0.0381
inverter                          26           100      0.0282
==> synth_stat cells, types with 4 or more instances <==
cell type | n | share of area
o21ai_0 | 14 | 0.035
or3_1 | 4 | 0.012
a221oi_1 | 5 | 0.022
a21oi_1 | 20 | 0.049
buf_2 | 7 | 0.017
nor2_1 | 22 | 0.041
o31ai_1 | 4 | 0.015
nor4_1 | 4 | 0.012
a21o_1 | 4 | 0.015
xnor2_1 | 6 | 0.026
a31oi_1 | 4 | 0.012
nor2b_1 | 4 | 0.012
o2bb2ai_1 | 5 | 0.022
mux2i_1 | 6 | 0.030
inv_1 | 26 | 0.048
o211ai_1 | 4 | 0.015
nand2b_1 | 6 | 0.019
nand2_1 | 18 | 0.033
nand3_1 | 12 | 0.030
clkbuf_1 | 10 | 0.019
ha_1 | 30 | 0.19
nor3_1 | 5 | 0.012
==> critical path, cell delays in order <==
cell and delay [ps]:
buf_8 100, inv_4 50, buf_4 150, ha_4 130
buf_4 100, or3b_1 340, a32oi_1 240, mux4_2 300
o2111ai_2 100, and3_4 200, buf_4 120, or3_4 350
nor4_4 130, buf_2 130
==> power by group through the flow <==
stage	Clock (mW)	Sequential, mW	Combinational, mW
after global routing	0	0	0.504
final	0	0	0.464
after CTS	0	0	0.441
==> kinds of logic (layout without fill, tap and decap cells) <==
logic type	after synthesis	in the layout	synth area share
AOI/OAI and AO/OA	99	99	0.349
and+or+nand+nor	97	97	0.262
buffers and inverters	49	162	0.109
adders and majority gates	32	32	0.205
xor gates and xnor gates	8	8	0.0346
muxes	7	7	0.0408
==> what timing repair did <==
| action | in CTS | in global routing |
|---|---|---|
| pin swaps | 30 | 26 |
| setup buffers | 16 | 1 |
| hold buffers | 0 | 0 |
| gates resized | 104 | 41 |
| setup endpoints to repair | 8 | 6 |
==> final timing paths <==
| kind | endpoint | startpoint |
|---|---|---|
| setup / recovery | alu_zero | in_a[0] |
| hold / removal | alu_zero | in_b[3] |
Power is estimated from default activity; no workload was simulated.
